==> design.v <==
`timescale 1ns / 1ps
module cic(
    input clk,
    input rst,
    input [7:0] data_in,
    output reg[15:0] data_out 
    );
    parameter Delay = 4; 
    parameter R = 4; 
    parameter N = 3; 
    reg [15:0]integrator[0:N-1]; 
    reg [15:0]comb[0:N-1]; 
    reg [log2(R)-1:0] counter;
    reg [15:0] delay_line1 [0:Delay-1];
    reg [15:0] delay_line2 [0:Delay-1];
    reg [15:0] delay_line3 [0:Delay-1];
    integer i;
    function integer log2;
        input integer value;
        begin
            log2 = 0;
            while (2**log2 < value) begin
                log2 = log2 + 1;
            end
        end
    endfunction    
    always@(posedge clk or posedge rst)
    begin
        if(rst)
        begin
            data_out <= 0;
            counter <= 0;
            for (i = 0; i < N; i = i + 1) 
            begin
                integrator[i] <= 0;
                comb[i] <= 0;
            end 
            for (i = 0; i < Delay; i = i + 1) begin
                delay_line1[i] <=0;
                delay_line2[i] <=0;
                delay_line3[i] <=0;
            end
            data_out <= 0;
        end else
        begin
            integrator[0] = integrator[0] + data_in; 
            for (i = 1; i < N; i = i + 1) begin
                integrator[i] = integrator[i] + integrator[i-1];
            end
            if(counter != R-1)
            begin
                counter = counter +1;
            end else
            begin 
                comb[0] = integrator[N-1] - delay_line1[Delay-1];
                comb[1] = comb[0] - delay_line2[Delay-1];
                comb[2] = comb[1] - delay_line3[Delay-1];
                delay_line1[0] = integrator[N-1];
                delay_line2[0] = comb[0];
                delay_line3[0] = comb[1];
                for (i = Delay-1; i > 0; i = i - 1) begin
                    delay_line1[i] = delay_line1[i-1];
                    delay_line2[i] = delay_line2[i-1];
                    delay_line3[i] = delay_line3[i-1];
                end
                counter = 0;
                data_out = comb[2];
            end
        end
    end
endmodule
==> run.sh <==
#!/bin/bash
# OpenROAD 26Q1-2900-gdf79404cd8, Yosys 0.63+post, stock flow scripts
make -C /OpenROAD-flow-scripts/flow DESIGN_CONFIG=/design/flow/config.mk WORK_HOME=/design/flow/orfs finish
==> config.mk <==
export PLATFORM = sky130hd
export DESIGN_NAME = cic
export DESIGN_NICKNAME = cic
export VERILOG_FILES = /design/flow/design.v
export SDC_FILE = /design/flow/constraint.sdc
export NUM_CORES = 4
export LEC_CHECK = 1
export CORE_UTILIZATION = 40
==> constraint.sdc <==
current_design cic

set clk_period 12.7
set clk_io_pct 0.2

create_clock -name clk0 -period $clk_period [get_ports {clk}]

set non_clock_inputs [all_inputs -no_clocks]
set_input_delay [expr $clk_period * $clk_io_pct] -clock clk0 $non_clock_inputs
set_output_delay [expr $clk_period * $clk_io_pct] -clock clk0 [all_outputs]
==> qor.csv <==
metric,value,unit
overflow,0,
clockRootBuffer,clkbuf_16,
clock_path_buffers,3,
r2r_start,integrator[0][0],
synth-edff-count,0,
cts_setup_buffers,0,
yosysMostFrequentCell,dfrtp_1,
r2r_slack,4840,ps
cts.sinks,210,
status,"complete, no violations",
grtUsageTotal,0.152,
cts_made_buffers,24,
holdPathStages,2,
hold_path.class,reg2reg,
postCtsHoldBufs,0,
die_x,169,um
start_kind,primary input,
crit_path_max_fanout,4,
htree_levels,1,
fin_skew,18.0,ps
routedWlPerCell,13.1,um
slowest_delay,410,ps
syn_to_final_growth,13.8,%
numSynthFlops,210,
ant_nets,0,
rsz0062_at_grt,false,
synthArstFlopShare,1.00,
crit_arrival,10320,ps
drtIter0Drc,357,
ys_seq_share,0.469,
dieArea,28700,um2
ctsResizeCount,0,
ys_types,60,
holdPathEnd,delay_line2[3][8],
gp_congestion,0.834,
drive_above_1_share,0.147,
cts_tree,done,
setup_violations,0,
critical_path.most_common_cell,ha_1,
fin_crit,9960,ps
slew_violations,0,
core,27300,um2
fp_util,0.411,
critPathBufInv,1,
grt_pass1_vias,7307,
min_from,delay_line2[2][8],
die_h,169,um
top_cells_by_area,"dfrtp_1 47%, ha_1 9.6%, mux2_2 9.4%",
grt_start_max_net_pins,78,
max_slew_margin,0.457,
yosysCellCount,1054,
slowest_stage,fa_1,
reg2reg_depth,35,
cp.required,13060,ps
yosysTopAreaCell,dfrtp_1,
worst_pin_slew,815,ps
period_used_share,0.784,
yosysChipArea,11200,um2
dp_hpwl,13.1,mm
clk_latency,510,ps
synth_area,11200,um2
top_cell_area_share,0.469,
drc,0,
warning_count,27,
final_util,0.468,
netlist_instances,1054,
path_class,in2reg,
synth_warnings,6,
io_pins,26,
routed_wl,19.4,mm
cp_top_family,AND-OR/OR-AND gates,
antenna_found_initial,0,
io_buffers,25,
r2r-end,data_out[15],
vias,7286,
n_antenna_cell,0,
drt_pass1_iterations,4,
avgSynthCellArea,10.6,um2
grt_first_pass_wirelength,35.1,mm
top_cells_by_count,"210 x dfrtp_1, 94 x mux2_2, 90 x inv_1",
cap_violations,0,
rows,60,
cts.clk_slew.worst_paths,60,ps
max_clock_freq,100,MHz
endpoint_kind,flip-flop,
hold_violations,0,
ys.flop_type,dfrtp_1,
fin_setup_tns,0,ps
vias_per_cell,4.94,
-- registers in the layout, summed over array words and instances, names as in the netlist --
signal       flops
delay_line1     48
delay_line2     48
delay_line3     48
integrator      48
data_out        16
counter          2
-- worst register-to-register path, delay by kind of cell, from the launching register on --
family	cells	cell delay (ps)
compound gates	14	2630
fa+ha+maj	7	2240
xor+xnor	4	750
flops	1	360
simple gates	10	1710
-- layer usage --
layer / vias up / GRT usage / wire length, um / share of wire
li1: 3760 / - / - / -
met1: 3422 / 0.247 / 10200 / 0.53
met2: 78 / 0.226 / 8130 / 0.42
met3: 26 / 0.0249 / 722 / 0.037
met4: 0 / 0.0212 / 302 / 0.016
met5: - / 0 / 0 / 0
-- through the flow --
step                      cells  hold slack [ps]  cell area (um2)  worst slack [ps]
after floorplan            1054              403            11200              3550
after global placement     1431              459            11900              2440
after detailed placement   1431              466            11900              2270
after CTS                  1475              481            12800              2750
after global routing       1475              504            12800              2100
final                      1475              474            12800              2740
-- cell usage in the layout (no fill, tap or decap), types with 5 or more instances in the layout --
master	n
xnor2_1	48
a21boi_0	15
o311ai_0	5
ha_1	85
a21oi_1	53
o21bai_1	11
fa_1	6
nand2_1	86
nor2b_1	9
clkdlybuf4s50_1	25
clkbuf_16	25
a21o_1	12
nand2b_1	10
xor2_1	13
a31oi_1	6
buf_4	7
clkbuf_8	7
nor3_1	17
nand3_1	8
dfrtp_1	210
o2111ai_1	5
nor2_1	73
inv_1	89
clkinv_2	7
mux2_2	94
o21a_1	17
o21ai_0	82
-- worst max path at each step --
stage | start | end | cells after the start
after CTS | data_in[0] | data_out[15] | 36
after global routing | data_in[0] | data_out[15] | 36
final | data_in[0] | data_out[15] | 36
-- logic make-up after synthesis --
logic type	share of synthesized area
compound gates	0.138
xor+xnor	0.0560
fa+ha+maj	0.107
buf+inv	0.0392
flops	0.469
mux	0.0944
simple gates	0.0972
-- area by class of cell --
cell class,count,area (um2)
repair buffers,32,303
inverters,90,345
fillers,2436,14500
clock inverters,11,133
multi-input cells,727,5530
well taps,372,465
clock buffers,33,726
flip-flops and latches,210,5260
