--- config.mk ---
export PLATFORM = sky130hd
export DESIGN_NAME = main
export DESIGN_NICKNAME = main
export VERILOG_FILES = /design/flow/design.v
export SDC_FILE = /design/flow/constraint.sdc
export NUM_CORES = 4
export LEC_CHECK = 1
export CORE_UTILIZATION = 50
--- design.v ---
module main (
    input wire clk,
    input wire nreset,
    input wire signed [11:0] x, 
    output reg signed [31:0] y 
);
parameter N = 15;
reg signed [15:0] coeffs [0:N-1];
initial begin
    coeffs[0] = 1;
    coeffs[1] = -2;
    coeffs[2] = 2;
    coeffs[3] = 18;
    coeffs[4] = -8;
    coeffs[5] = -62;
    coeffs[6] = 6;
    coeffs[7] = 90;
    coeffs[8] = 6;
    coeffs[9] = -62;
    coeffs[10] = -8;
    coeffs[11] = 18;
    coeffs[12] = 2;
    coeffs[13] = -2;
    coeffs[14] = 1;
end
integer i;
reg signed [31:0] delay_line [0:N-1]; 
initial begin
    for (i = 0; i < N; i = i + 1) begin
        delay_line[i] = 0;
    end
end
always @(posedge clk or negedge nreset) begin
    if (!nreset) begin
        for (i = 0; i < N; i = i + 1) begin
            delay_line[i] <= 0;
        end
        y <= 0;
    end else begin
        for (i = N-1; i > 0; i = i - 1) begin
            delay_line[i] = delay_line[i-1]; 
        end
        delay_line[0] = x;  
        y = 0;
        for (i = 0; i < N; i = i + 1) begin
            y = y + (delay_line[i] * coeffs[i]);
        end
    end
end
endmodule
--- run.sh ---
#!/bin/bash
# OpenROAD 26Q1-2900-gdf79404cd8, Yosys 0.63+post, stock flow scripts
make -C /OpenROAD-flow-scripts/flow DESIGN_CONFIG=/design/flow/config.mk WORK_HOME=/design/flow/orfs finish
--- constraint.sdc ---
current_design main

set clk_period 10.5
set clk_io_pct 0.2

create_clock -name clk0 -period $clk_period [get_ports {clk}]

set non_clock_inputs [all_inputs -no_clocks]
set_input_delay [expr $clk_period * $clk_io_pct] -clock clk0 $non_clock_inputs
set_output_delay [expr $clk_period * $clk_io_pct] -clock clk0 [all_outputs]
==> deck_impl_summary.md <==
Run Summary

Route
  • Iter 0 DRT Violations: 772
  • Drt via density: 4.98
  • Residual DRC: 0
  • Average wire per standard cell: 18.2 um
  • Routed via count: 20600
  • Post-route ant nets: 0
  • Drt total wl: 75300 um
  • Initial DRT Pass Iterations: 15

Critical path
  • Critical Path Fanout Max: 3
  • Critical Path Start Type: input pin
  • Number of cells on the critical path: 34
  • CP max stage cell: fa_2
  • Crit path required time: 10.94 ns
  • Max incr delay on CP: 0.58 ns
  • Kind of critical path: in2reg
  • RR Startpoint: delay_line[0][0]
  • Crit path arrival time: 11.26 ns
  • Critical path capture point type: register
  • WP buf/inv: 6
  • CP Launch Point: x[9]
  • CP delay by family, top: adder cells
  • R2R cell count: 39
  • Most used cell along the critical path: fa_1

Timing
  • Rel. slew slack: 46.1%
  • Final tally of hold violations: 0
  • RSZ-0062 raised after global routing: true
  • Final period util: 103%
  • Setup total negative slack: -1.74 ns
  • Final setup violation count: 12
  • Post-Route Skew: 0.0203 ns
  • Post-layout minimum cycle time: 10.83 ns
  • Slew @ Worst Pin: 0.808 ns
  • Hold slack: 0.383 ns
  • Final tally of max-slew violations: 0
  • Final WS setup: -0.325 ns
  • Max Clk Rate: 0.0924 GHz

CTS
  • Latency at later pin: 0.52 ns
  • CTS buffer count: 17
  • Clock buffer depth: 2
  • CTS tree: built
  • CTS Root Cell: clkbuf_16
  • H-tree lvl count: 4
  • Clock Pin Slew Worst Setup and Hold Paths: 0.09 ns
  • Clock sinks: 200
  • Post-CTS Hold Buffers: 0

Place
  • Gpl congestion: 0.969
  • HPWL Detailed: 67800 um
  • Placed insts: 4083
  • IO Port Bufs: 45
  • Pre-CTS setup slack: -1.54 ns

Synth
  • Cell taking the most area after synthesis: fa_1
  • Avg Cell Area, Syn: 10.8 um2
  • Post-synthesis sequential area ratio: 15.4%
  • FFs w/ async S/R, synth: 100%
  • Count of cell types in the netlist: 69
  • Largest type area fraction: 38.2%
  • Chip Area, Yosys: 0.0324 mm2
  • Mapped Cells: 3002
  • Synth Cell Area: 0.0324 mm2
  • Number of cells in Yosys stat: 3002
  • Post-synth EDFFs: 0
  • Top cells by area: fa_1, ha_1, dfrtp_1
  • Top_reg_cell synth: dfrtp_1
  • Synth warn: 2
  • Registers, synthesis: 200

GRT
  • Initial antenna violation count: 0
  • Largest net degree at the start of global routing: 64
  • Global route total overflow: 0
  • GRT Overall Usage: 27.1%
  • Vias in the first global route: 23300
  • First-pass GRT wire length: 127000 um

Finish
  • Post-Layout Cell Count: 4138
  • Flop area: 0.00501 mm2
  • Comb. cell area: 0.0252 mm2
  • Area grow syn2layout: 14.7%
  • Layout cells sized above 1: 12.9%
  • Fill cells: 5301

Die
  • Die height: 257 um
  • Top Ports: 46
  • FP Rows: 93
  • Core area: 0.0642 mm2
  • Die area: 0.0659 mm2
  • FP Core Util: 50.5%
  • Die Width: 257 um

Hold path
  • Hold Path Stages: 0
  • Min-delay src: delay_line[1][2]
  • HP Class: reg2reg

Run status
  • Status: finished, violations left
  • Failing checks: setup timing

Flow run
  • Tool warnings: 68
  • Maxcap violations: 0
[cell type report]
class,instances,area share [%]
Timing Repair Buffer,262,5.79
Clock buffer,17,1.14
Multi-Input combinational cell,1963,67.8
Sequential cell,200,13.4
Clock inverter,15,0.608
Tap cell,855,2.87
Inverter,825,8.32
Antenna cell,1,0.00672
[synthesized netlist by cell type (3+ instances only)]
cell and n:
a211o_1 8, a211oi_1 11, a21boi_0 6, a21o_1 38, a21oi_1 103, a31o_2 3
a31oi_1 11, and2_1 4, and3_1 16, and4_1 3, buf_1 4, clkbuf_1 9
dfrtp_1 200, fa_1 619, ha_1 542, inv_1 825, nand2_1 67, nand2b_1 30
nand3_1 8, nand4_1 7, nor2_1 86, nor2b_1 20, nor3_1 16, nor4_1 5
o211ai_1 3, o21a_1 20, o21ai_0 77, o21ai_1 8, o21bai_1 15, o31a_1 5
o41ai_1 7, or2_2 3, or3_1 8, xnor2_1 116, xor2_1 55
[metal layers]
metal  vias up  wire [um]  track usage [%]
li1       9842          -                -
met1     10400      32200             40.7
met2       335      36300             42.2
met3        54       5340             8.38
met4         4       1300             3.19
met5         -        173             2.05
[worst paths after layout]
check / slack, ns / end
max: -0.33 / y[31]
min: 0.38 / delay_line[2][2]
max reg2reg: -0.02 / y[28]
min reg2reg: 0.38 / delay_line[2][2]
max in group asynchronous: 7.24 / y[28]
min in group asynchronous: 1.54 / delay_line[0][0]
[what timing repair did]
item / CTS / global route
buffers inserted: 17 / 8
endpoints found under the setup margin: 19 / 18
pin swaps: 104 / 77
resized: 94 / 71
[through the flow]
step                      util, %  instance area, um2
final                        57.9               37200
after global routing         57.9               37200
after CTS                    57.4               36900
after detailed placement     55.6               35700
after global placement       55.6               35700
after floorplan                 -               32800
[kinds of logic (layout without fill, tap and decap cells)]
| logic type | Yosys count | count (layout) | synth area share [%] |
|---|---|---|---|
| AND-OR/OR-AND | 346 | 346 | 6.80 |
| adder cells (fa/ha/maj) | 1161 | 1161 | 59.1 |
| XOR/XNOR | 171 | 171 | 4.62 |
| other | 0 | 1 | 0 |
| multiplexers | 1 | 1 | 0.0347 |
| flip-flops | 200 | 200 | 15.4 |
| buffers and inverters | 839 | 1119 | 9.71 |
| AND/OR/NAND/NOR | 284 | 284 | 4.30 |
[cell usage in the layout (no fill, tap or decap), drive strengths merged, types with 11 or more instances in the layout]
master         instances
and3                  16
o21a                  20
nor3                  16
a31oi                 11
nor2b                 20
o21bai                15
nand2                 67
fa                   619
buf                  221
clkdlybuf4s50         41
nand2b                30
nor2                  86
a211oi                12
inv                  835
xor2                  55
a21oi                105
clkbuf                17
o21ai                 86
ha                   542
xnor2                116
a21o                  39
dfrtp                200
[registers in the layout, indices dropped and copies added (netlist names)]
register	flops
delay_line	168
y	32
